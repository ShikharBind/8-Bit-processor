$ cat flow/constraint.sdc
current_design Q_a

set clk_period 1.0
set clk_io_pct 0.2

create_clock -name clk0 -period $clk_period [get_ports {clk}]

set non_clock_inputs [all_inputs -no_clocks]
set_input_delay [expr $clk_period * $clk_io_pct] -clock clk0 $non_clock_inputs
set_output_delay [expr $clk_period * $clk_io_pct] -clock clk0 [all_outputs]
$ cat flow/config.mk
export PLATFORM = sky130hd
export DESIGN_NAME = Q_a
export DESIGN_NICKNAME = Q_a
export VERILOG_FILES = /design/flow/design.v
export SDC_FILE = /design/flow/constraint.sdc
export NUM_CORES = 4
export LEC_CHECK = 1
export CORE_AREA = 10 10 90 90
export DIE_AREA = 0 0 100 100
$ cat flow/run.sh
#!/bin/bash
# OpenROAD 26Q1-2900-gdf79404cd8, Yosys 0.63+post, stock flow scripts
make -C /OpenROAD-flow-scripts/flow DESIGN_CONFIG=/design/flow/config.mk WORK_HOME=/design/flow/orfs finish
$ cat flow/design.v
module Q_a(output reg[15:0]C,
           output reg[15:0]W,
		   input clk, rstn,
           input [15:0] i,
           input [15:0] X
           );
always @(posedge clk) 
       begin
	    if (!rstn) 
		begin
	      C <= 0;
          W <= 0;
	    end 
		else 
		begin
	    	C <= X;
			W <= i;            
	    end
	  end
endmodule
==> run notes <==
run metrics: setup bufs post-CTS=0, via count=roughly 660, Setup CP Type=register to output pin, simple-gate share of the synthesized area=0.2682, RSZ-0062 raised after global routing=false, Routed WL=2597 um, DP Worst Slack=-0.1353 ns, Final period util=0.9589, PD cells=roughly 1600 mW/mm^2, post-synth top area share=0.7151, antenna fix cells=0, Hold/Removal Path Class=input pin to register, GP Congestion=~0.65, Worst setup SP type=register, CP Cell Sequence=clkdlybuf4s15_1, multiplexer area fraction after synthesis=0, Final Hold Vio Count=0, top cells, area=dfxtp_1, and2_2, clkbuf_2, tool warnings=25, Gate Count Post-Synth=between 60 and 70, CTS tree=done, wire length per cell=around 12 um, Dominant flop cell=dfxtp_1, Synth top cells by count=and2_2, dfxtp_1, clkbuf_2, setup TNS=0 ns, clock tree buffer depth=2, first-pass GRT wire length=slightly below 4000 um, Main logic family=simple AND/OR/NAND/NOR gates, Max FO, Critical Path=1, number of enable flip-flop cells=0, CTS root buf=clkbuf_8, Syn Area/Cell=approximately 13 um^2, Top Ports=about 66, maximum VDD drop=about 0.67 mV, chip height=~100 um, # clock sinks=32, row count=29, Unique cell types=3, Yosys top cell by area=dfxtp_1, worst setup path start=W[7], f_max=around 1.0 GHz, Crit path required time=about 0.80 ns, CP Capture Type=output pin, Period minus WS final=0.9589 ns, beginning of the worst hold path=i[14], initial antenna violation count=0, Buffers on Ports=65, Pre-Repair DR Iteration Count=3, Crit path buffers/inverters=1, Leak Pwr=0.0007053 uW, Final WS setup=around 0.041 ns, share of post-route cells with drive strength above 1=0.4892, pin count of the biggest net entering global routing=19, max-slew violation count=0, Antenna Nets Post-Route=0, Yosys chip area=about 900 um^2, Final Setup Violations=0, Initial Util=0.1427, CTS H-tree lvls=2, Max Cap Viol=0, die area=about 0.01 mm^2, number of DRC markers in iteration 0=1, cts hold-fix bufs=0, Worst-Margin Slew=about 0.14 ns, Area Growth Syn to Fin=85.47%, core area=approximately 0.0063 mm^2, crit path DAT=0.76 ns, Synth Area in Compound Gates=0, GRT Overall Usage=0.05021, mapped cell area=895.9 um^2, die width=about 100 um, post_cts resized=67, #FFs+latches synth=32, XOR/XNOR Area Share=0, DRC viols=0, max_slew headroom=0.9039, ys cells=67, Yosys Warn Count=1, ys async rst share=0, Worst-path clk slew=0.07 ns, Top Family by Delay on Critical Path=flip-flops, CP peak stage delay=0.31 ns, Seq share, synth=0.7151, CTS buffer count=5, number of global-route vias before repair=708, GRT overflow=0, Synth Area in Adders=0, crit path max-delay cell type=dfxtp_1, status=complete, no violations, DR vias/cell=roughly 3.0
## cell usage in the layout (no fill, tap or decap)
cell type	count
buf_2	1
clkdlybuf4s50_1	33
clkbuf_2	16
clkdlybuf4s15_1	15
clkbuf_8	6
and2_2	32
dfxtp_2	11
dfxtp_1	21
clkbuf_1	2
buf_4	2
## registers in the layout (all words and copies together) (netlist names)
name and count:
W 16, C 16
## report_power, final
part	leakage, uW	internal (uW)	switching (uW)	total (uW)
combinational	0.000390	218	52.9	271
clock	0.0000455	561	459	1020
sequential	0.000270	1350	15.7	1360
## cell type report
class                      instances  area, um^2
tap                               77       96.34
sequential                        32       654.4
multi-input combinational         32       240.2
clock buffer                       8       90.09
timing repair buffer              67       580.6
fill                             656        4616
## through the flow
| stage | hold WS (ns) | power, uW | utilization | instances | cell area, um^2 |
|---|---|---|---|---|---|
| global route | 0.5069 | 2805 | 0.2647 | 216 | 1662 |
| finish | 0.5125 | 2654 | 0.2647 | 216 | 1662 |
| detailed placement | 0.7989 | 1716 | 0.2617 | 208 | 1643 |
| global placement | 0.7981 | 1715 | 0.2617 | 208 | 1643 |
| CTS | 0.5006 | 2744 | 0.2755 | 216 | 1729 |
| floorplan | 0.3362 | 1434 | - | 67 | 895.9 |
## cell families (layout without fill, tap and decap cells)
logic type	count (synthesis)	in the layout
AND/OR/NAND/NOR	32	32
flip-flops	32	32
buffers and inverters	3	75
## worst paths after layout
kind,cells after the start,to,slack (ns)
worst min-delay path,2,W[14],0.51
worst max-delay path,1,W[7],0.04
## per-layer routing
metal  GRT usage  vias to the layer above  share of wire
li1            -                      339              -
met1     0.05681                      270           0.42
met3     0.04441                        6           0.16
met5           0                        -              0
met2     0.07118                       42           0.40
met4    0.007609                        0          0.015
Power and IR drop assume default switching activity.
